===== design/flow/config.mk =====
export PLATFORM = sky130hd
export DESIGN_NAME = swap
export DESIGN_NICKNAME = swap
export VERILOG_FILES = /design/flow/design.v
export SDC_FILE = /design/flow/constraint.sdc
export NUM_CORES = 4
export LEC_CHECK = 1
export CORE_AREA = 10 10 111 111
export DIE_AREA = 0 0 121 121

===== design/flow/constraint.sdc =====
current_design swap

set clk_period 5.2
set clk_io_pct 0.2

create_clock -name clk0 -period $clk_period

set non_clock_inputs [all_inputs -no_clocks]
set_input_delay [expr $clk_period * $clk_io_pct] -clock clk0 $non_clock_inputs
set_output_delay [expr $clk_period * $clk_io_pct] -clock clk0 [all_outputs]

===== design/flow/design.v =====
`timescale 1ns / 1ps
module swap
#(parameter TAG_SIZE=4, RECORD_SIZE=16, SECRET_KEY_SIZE=16, CEIL2_TAG=$clog2(TAG_SIZE), CEIL2_BLOCK=$clog2(RECORD_SIZE/TAG_SIZE))
(input [RECORD_SIZE-1:0] i_record, input [SECRET_KEY_SIZE-1:0] secret_key, output [RECORD_SIZE-1:0] o_record);
	wire [CEIL2_BLOCK - 1:0] bf = secret_key[CEIL2_BLOCK - 1:0];
	wire [CEIL2_BLOCK - 1:0] bx = secret_key[CEIL2_BLOCK* 2 - 1:CEIL2_BLOCK];
	wire [CEIL2_BLOCK - 1:0] by = secret_key[CEIL2_BLOCK * 3 - 1:CEIL2_BLOCK*2 ];
	wire [CEIL2_TAG - 1:0] px = secret_key[CEIL2_BLOCK * 3 + CEIL2_TAG - 1:CEIL2_BLOCK*3];
	wire [CEIL2_TAG - 1:0] py = secret_key[CEIL2_BLOCK * 3 + CEIL2_TAG * 2 - 1:CEIL2_BLOCK * 3 + CEIL2_TAG];
    wire [CEIL2_TAG - 1:0] s = secret_key[CEIL2_BLOCK * 3 + CEIL2_BLOCK * 3 - 1:CEIL2_BLOCK * 3 + CEIL2_TAG * 2];
	wire [CEIL2_TAG - 1:0] r = secret_key[CEIL2_BLOCK * 3 + CEIL2_TAG * 4 - 1:CEIL2_BLOCK * 3 + CEIL2_TAG * 3];
	wire [CEIL2_BLOCK - 1:0] bs = secret_key[CEIL2_BLOCK * 3 + CEIL2_TAG * 5 - 1:CEIL2_BLOCK * 3 + CEIL2_TAG * 4];
    wire [TAG_SIZE-1:0] block1 = i_record[TAG_SIZE*bx+:TAG_SIZE];
    wire [TAG_SIZE-1:0] block2 = i_record[TAG_SIZE*by+:TAG_SIZE];
    reg [TAG_SIZE-1:0] new_block1;
    reg [TAG_SIZE-1:0] new_block2;
    reg [RECORD_SIZE-1:0] modified_record;
    assign o_record = modified_record;
    integer i;
    reg [TAG_SIZE-1:0] seg1, seg2;
    always @* begin
        for (i = 0; i < TAG_SIZE; i = i + 1) begin
            if (i < (s)) begin
                seg1[i] = block1[(px % TAG_SIZE + i) % TAG_SIZE];
                seg2[i] = block2[(py % TAG_SIZE + i) % TAG_SIZE];
            end
        end
        new_block1 = block1;
        new_block2 = block2;
        for (i = 0; i < TAG_SIZE; i = i + 1) begin
           if (i < (s)) begin
               new_block1[(px % TAG_SIZE + i) % TAG_SIZE] = seg2[i];
               new_block2[(py % TAG_SIZE + i) % TAG_SIZE] = seg1[i];
           end
        end
        modified_record = i_record;
        modified_record[TAG_SIZE*(bx)+:TAG_SIZE] = new_block1;
        modified_record[TAG_SIZE*(by)+:TAG_SIZE] = new_block2;
    end
endmodule

===== design/flow/run.sh =====
#!/bin/bash
# OpenROAD 26Q1-2900-gdf79404cd8, Yosys 0.63+post, stock flow scripts
make -C /OpenROAD-flow-scripts/flow DESIGN_CONFIG=/design/flow/config.mk WORK_HOME=/design/flow/orfs finish

==> results.py <==
# Auto-generated metrics
metrics = {
    "yosys": {
        "synth.distinct_cells": 56,
        "yosys.area.top_type_share": 0.290,
        "syn_inst": 259,
        "yosys_warnings": 1,
        "yosysCellCount": 259,
        "ys_chip_area_sq_mm": 0.00225,
        "syn-cell-area_sq_mm": 0.00225,
        "ys_seq_share": 0,
        "largest_area_cell": "mux4_2",
        "synth_area_per_cell_sq_um": 8.68,
        "synthTopCellsByArea": "mux4_2, ha_1, nand2_1, mux2i_1, o221ai_1",
    },
    "sta": {
        "fmax_ghz": 0.199,
        "finalClockPeriodUsage": 0.969,
        "holdWs_ns": 3.05,
        "finalSetupViolations": 0,
        "worst_slack_ns": 0.163,
        "finalCriticalPeriod_ns": 5.04,
        "rsz0062_at_grt": "no",
        "worst_pin_slew_ns": 0.595,
        "finalHoldViolations": 0,
        "maxSlewViolCount": 0,
        "fin_setup_tns_ns": 0,
        "relSlewSlack": 0.600,
    },
    "route": {
        "routed-via-count": 2587,
        "viasPerCell": 5.47,
        "drtIter0Drc": 212,
        "wirelength_um": 8760,
        "drc": 0,
        "dr.pass1.iters": 4,
        "ant_nets": 0,
        "post_drt_wl_per_cell_um": 18.5,
        "antenna_cells": 0,
    },
    "global_routing": {
        "grt_pass1_vias": 2563,
        "grt_max_degree": 17,
        "track_usage": 0.118,
        "overflow": 0,
        "antenna_found_initial": 0,
        "grt_pass1_wl_um": 13800,
    },
    "place": {
        "placed_cells": 469,
        "gp_congestion": 0.961,
        "dpl.hpwl_um": 7100,
        "preCtsSetupSlack_ns": -0.473,
        "port_buffers": 42,
    },
    "job": {
        "warnings": 58,
        "maxCapViolCount": 0,
    },
    "finish": {
        "seq_area_sq_um": 0,
        "layout-drive-gt1-share": 0.312,
        "areaGrowthSynthToFinish_pct": 43.1,
        "n_clock_buffer": 0,
        "instances_no_fill": 473,
        "fillers": 1000,
        "flop-count": 0,
    },
    "power": {
        "leakage_nw": 1.30,
        "p_per_area_mw_per_mm2": 102,
        "ir_drop_uv": 44.8,
    },
    "worst_hold_path": {
        "hold_path.class": "primary input to output pin",
    },
    "floorplan": {
        "fp-utilization": 0.228,
        "die_area_sq_mm": 0.0146,
        "die_width_um": 121,
        "coreArea_sq_mm": 0.00986,
        "die_h_um": 121,
        "ios": 48,
        "placementRows": 36,
    },
    "setup_path": {
        "crit_type": "primary input to output pin",
        "cp-start-kind": "primary input",
        "required_ns": 4.16,
        "cp.arrival_ns": 4.00,
        "end_kind": "output pin",
        "worstPathMaxFanout": 4,
    },
    "status": {
        "status": "complete, no violations",
    },
    "clock_network": {
        "postCtsHoldBufs": 0,
    },
}
==> cell type report <==
type               count  area (sq um)  area share
inverters             13          55.1      0.0171
multi-input cells    229          2160       0.671
well taps            133           166      0.0517
repair buffers        98           837       0.260
==> metal layers <==
metal	global-route usage	share of wire	vias up
met2	0.179	0.45	139
met3	0.0463	0.099	8
li1	-	-	1208
met1	0.158	0.44	1232
met4	0.0211	0.010	0
met5	0	0	-
==> power by group <==
group	switching (mW)	internal, mW	total (mW)	leakage, nW
combinational	0.158	0.171	0.329	1.30
sequential	0	0	0	0
clock	0	0	0	0
total	0.158	0.171	0.329	1.30
==> cells by family (layout without fill, tap and decap cells) <==
group | Yosys count | after routing | share of synthesized area
fa+ha+maj | 24 | 24 | 0.134
buf+inv | 30 | 111 | 0.0701
compound gates | 75 | 75 | 0.250
mux | 42 | 42 | 0.357
simple gates | 88 | 88 | 0.189
==> cells in the mapped netlist, types with 2 or more instances <==
cell and count:
o21ai_0 9, a22oi_1 6, or3_1 2, nor2b_1 2, nor2_1 19, nand2b_1 3, clkbuf_1 3, buf_2 8
and2_1 3, mux2i_1 9, inv_1 11, o311ai_1 2, ha_1 24, o211ai_1 7, o221ai_1 9, a32oi_1 6
a21oi_1 7, and3_1 2, buf_4 4, buf_6 2, mux2_2 3, a31oi_1 2, a211oi_1 2, mux4_2 29
nor3_1 4, nand3_1 10, nor4_1 2, o311a_1 2, nand2_1 32, o21ai_1 9
==> critical path, cell delays in order <==
cell	delay [ns]
dlygate4sd2_1	0.24
clkinv_2	0.09
ha_4	0.32
mux4_2	0.52
mux4_2	0.53
nand3b_4	0.11
o21ai_0	0.09
a41o_1	0.23
a21oi_2	0.12
buf_4	0.16
o221ai_1	0.10
clkdlybuf4s50_1	0.44
==> per-stage QoR <==
| step | total power [mW] | utilization | cell area, sq um |
|---|---|---|---|
| floorplan | 0.168 | - | 2250 |
| global placement | 0.312 | 0.316 | 3120 |
| detailed placement | 0.312 | 0.316 | 3120 |
| CTS | 0.325 | 0.324 | 3190 |
| global route | 0.356 | 0.326 | 3220 |
| finish | 0.329 | 0.326 | 3220 |
==> placed cells by master (no fill, tap or decap), drive strengths merged, types with 3 or more instances in the layout <==
master | netlist | final
mux2i | 9 | 9
nor3 | 4 | 4
nand3 | 10 | 10
mux4 | 30 | 30
ha | 24 | 24
nand2 | 32 | 32
and2 | 3 | 3
buf | 14 | 56
o221ai | 9 | 9
o21ai | 18 | 18
nand2b | 3 | 3
mux2 | 3 | 3
a32oi | 6 | 6
a21oi | 8 | 8
o211ai | 7 | 7
a22oi | 6 | 6
nor2 | 19 | 19
dlygate4sd2 | 0 | 8
inv | 12 | 12
clkdlybuf4s50 | 0 | 33
==> worst paths after layout <==
check	start	end	slack [ns]	cells after the start
worst max-delay path	secret_key[6]	o_record[10]	0.16	12
worst min-delay path	i_record[14]	o_record[14]	3.05	5
==> what timing repair did <==
action / in CTS / in global routing
setup buffers: 4 / 0
gates resized: 19 / 4
pin swaps: 5 / 2
endpoints found under the setup margin: 16 / 11
No activity file was given, so power comes from the tool's default toggle rates.
